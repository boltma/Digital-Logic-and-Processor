**design/flow/config.mk**
```make
export PLATFORM = sky130hd
export DESIGN_NAME = sha256_round
export DESIGN_NICKNAME = sha256_round
export VERILOG_FILES = /design/flow/design.v
export SDC_FILE = /design/flow/constraint.sdc
export NUM_CORES = 4
export LEC_CHECK = 1
export CORE_AREA = 10 10 261 261
export DIE_AREA = 0 0 271 271
```
**design/flow/constraint.sdc**
```tcl
current_design sha256_round

set clk_period 26.6
set clk_io_pct 0.2

create_clock -name clk0 -period $clk_period

set non_clock_inputs [all_inputs -no_clocks]
set_input_delay [expr $clk_period * $clk_io_pct] -clock clk0 $non_clock_inputs
set_output_delay [expr $clk_period * $clk_io_pct] -clock clk0 [all_outputs]
```
**design/flow/design.v**
```verilog
module sha256_round (
    input [31:0] Kt, Wt,
    input [31:0] a_in, b_in, c_in, d_in, e_in, f_in, g_in, h_in,
    output [31:0] a_out, b_out, c_out, d_out, e_out, f_out, g_out, h_out
);
    wire [31:0] ch, maj_abc, s0, s1, t1, t2;
    Ch Ch0(.x(e_in), .y(f_in), .z(g_in), .Ch(ch));
    Maj Maj0(.x(a_in), .y(b_in), .z(c_in), .Maj(maj_abc));
    sha256_S0 s0_a(.x(a_in), .S0(s0));
    sha256_S1 s1_e(.x(e_in), .S1(s1));
    assign t1 = h_in + s1 + ch + Kt + Wt;
    assign t2 = s0 + maj_abc;
    assign a_out = t1 + t2;
    assign b_out = a_in;
    assign c_out = b_in;
    assign d_out = c_in;
    assign e_out = d_in + t1;
    assign f_out = e_in;
    assign g_out = f_in;
    assign h_out = g_in;
endmodule
module sha256_S0 (
    input wire [31:0] x,
    output wire [31:0] S0
);
    assign S0 = ({x[1:0], x[31:2]} ^ {x[12:0], x[31:13]} ^ {x[21:0], x[31:22]});
endmodule
module sha256_S1 (
    input wire [31:0] x,
    output wire [31:0] S1
);
    assign S1 = ({x[5:0], x[31:6]} ^ {x[10:0], x[31:11]} ^ {x[24:0], x[31:25]});
endmodule
module Ch (
    input wire [31:0] x, y, z,
    output wire [31:0] Ch
);
    assign Ch = ((x & y) ^ (~x & z));
endmodule
module Maj (
    input wire [31:0] x, y, z,
    output wire [31:0] Maj
);
    assign Maj = ((x & y) ^ (y & z) ^ (z & x));
endmodule
```
**design/flow/run.sh**
```bash
#!/bin/bash
# OpenROAD 26Q1-2900-gdf79404cd8, Yosys 0.63+post, stock flow scripts
make -C /OpenROAD-flow-scripts/flow DESIGN_CONFIG=/design/flow/config.mk WORK_HOME=/design/flow/orfs finish
```
==> out/writeup.txt <==
After routing, the total negative slack on setup checks comes to 0 ns. Yosys instantiated no cell more often than sky130_fd_sc_hd__inv_1. Count of placed standard cells in the final layout, fillers left out: 2651.

The number of setup buffers added after CTS is 0. The number of global-route vias before repair is 11774. The I/O pin count is 576.

The run gives 11400 um^2 as the synthesized chip area reported by yosys. Entering global routing, the biggest net connects 10 pins. The initial antenna violation count is 6. For the final hold violation count, the log shows 0. Setup repair after global routing left no endpoint under its margin.

The largest individual stage delay along the critical path comes from the cell sky130_fd_sc_hd__clkdlybuf4s50_1. At the pin with the least slew margin, the transition time is 0.728 ns. Detailed placement finished with a half-perimeter wire length of 56.0 mm. The critical-path maximum fanout was 5.

The netlist uses 66 different library cells. Counting every instance in the synthesized netlist gives 1444. The run gives 91 for the number of placement rows.

The number of buffers added to fix hold violations after cts was 0. The flow ran to the end, and the final reports show no timing, DRC or antenna violations. The first global-routing pass estimated 83.7 mm of wire. The total instance count after detailed placement is 2649, and the post-synthesis area per instance is 7.86 um^2. The horizontal die dimension reported for this design is 271 um. Filler cell count in the final layout: 6596. Static timing analysis puts the maximum clock frequency at 0.0537 GHz. In this run the full chip footprint comes out at 73400 um^2. The run gives 5 for the number of iterations in the first detailed-routing pass.

Per the synthesis report, the dominant area consumer among library cells is sky130_fd_sc_hd__fa_1. With the remaining design rule violation count at 0, the stage delay of the slowest cell on the critical path is 0.58 ns. For the total of warnings raised by yosys, the log shows 0.

The fraction of final layout cells with drive strength greater than 1 is 0.0182. The count of input and output buffers was 576. Yosys reports that the most numerous cell types are sky130_fd_sc_hd__inv_1, sky130_fd_sc_hd__buf_4, sky130_fd_sc_hd__xnor2_1. The max-capacitance violation count came out at 0.

The classification of the worst-slack hold path is input pin to output pin. The required time of the critical path is 21.28 ns. In the routed layout, each cell is associated on average with a via count of 4.01.

The run gives 0 for the number of nets with antenna violations after detailed routing. The critical path capture point type was an output pin. The number of max-slew violations in the final report was 0; the share of the synthesized area in the top cell type was 0.220. Part of the cycle the worst path needs: 0.700. Gates resized during post-CTS repair numbered 0. The run gives 0 for the post-synthesis sequential area ratio.

The combined global-route utilization of all metal layers is 0.161, and the total core area is 62100 um^2. The area growth from synthesis to layout works out to 47.0%. The clock period could shrink to 18.61 ns. Summing all flip-flop and latch instances after layout gives 0 um^2.

The routability congestion estimate was 0.956; the routed wire length was 59.9 mm. STA classifies the critical path startpoint as an input pin. The routed layout has 10628 vias.

The worst setup path is of the input pin to output pin kind. With the arrival time of data at the critical path endpoint at 13.29 ns, the combined area of all synthesized cells is 11400 um^2. With the worst slew margin relative to its limit at 0.510, the number of sequential cells in the layout is 0. The wire length per cell is 22.6 um.

The number of endpoints failing setup at the final stage is 0, and the first-iteration detailed-routing DRC count is 493. Measured along the y axis, the die boundary spans 271 um. With the total of clock buffers placed in the layout at 0, the number of warnings in the stage logs is 32.

With the total congestion overflow at 0, the cell total in the yosys stat output is 1444. Sorting the synthesized cells by area gives the leading types as sky130_fd_sc_hd__fa_1, sky130_fd_sc_hd__buf_4, sky130_fd_sc_hd__xnor2_1. The run gives 0.183 for the initial core utilization.
critical path, delay by kind of cell:
kind	cells	cell delay [ns]
fa+ha+maj	6	2.43
compound gates	9	1.90
simple gates	8	1.50
buf+inv	4	1.17
xor+xnor	3	0.97
per-layer routing:
metal  vias to the layer above  routed length, um  global-route usage  part of all wire
met3                        44               4760              0.0472             0.079
li1                       5162                  -                   -                 -
met2                       500              30400               0.291              0.51
met4                         8                986              0.0225             0.016
met1                      4914              23800               0.189              0.40
met5                         -                 46                   0           0.00077
cell usage in the layout, fill, tap and decap left out, types with 9 or more instances in the layout:
master                            netlist  final
sky130_fd_sc_hd__a21o_1                63     63
sky130_fd_sc_hd__nor2_1                43     43
sky130_fd_sc_hd__fa_1                 125    125
sky130_fd_sc_hd__o21a_1                15     15
sky130_fd_sc_hd__nand2_1               33     33
sky130_fd_sc_hd__and3_1                 9      9
sky130_fd_sc_hd__nand2b_1               9      9
sky130_fd_sc_hd__o21ai_0               75     75
sky130_fd_sc_hd__ha_1                  93     93
sky130_fd_sc_hd__nor3_1                10     10
sky130_fd_sc_hd__xor2_1                73     73
sky130_fd_sc_hd__mux2i_1               24     24
sky130_fd_sc_hd__a21oi_1               62     62
sky130_fd_sc_hd__xnor2_1              147    147
sky130_fd_sc_hd__a211oi_1              12     12
sky130_fd_sc_hd__o21bai_1              12     12
sky130_fd_sc_hd__nand3_1               12     12
sky130_fd_sc_hd__clkdlybuf4s50_1        0    576
sky130_fd_sc_hd__inv_1                311    311
cell families after synthesis:
| group | count (synthesis) | synth area share |
|---|---|---|
| buffers and inverters | 526 | 0.238 |
| and+or+nand+nor | 148 | 0.0640 |
| muxes | 32 | 0.0291 |
| xor gates and xnor gates | 221 | 0.172 |
| adders and majority gates | 220 | 0.325 |
| AOI/OAI and AO/OA | 297 | 0.173 |
final cells by class:
class	instances	area, um^2	share of cell area
Multi-Input combinational cell	918	8660	0.519
Inverter	311	1170	0.0699
Tap cell	837	1050	0.0627
Antenna cell	2	5.00	0.000300
Timing Repair Buffer	583	5820	0.349
per-stage QoR:
| step | utilization | instance area (um^2) | hold WS, ns | setup slack (ns) |
|---|---|---|---|---|
| after floorplan | - | 11400 | 10.71 | 9.81 |
| after global placement | 0.269 | 16700 | 11.47 | 7.80 |
| after detailed placement | 0.269 | 16700 | 11.47 | 7.91 |
| after CTS | 0.269 | 16700 | 11.48 | 7.90 |
| after global routing | 0.269 | 16700 | 11.49 | 7.41 |
| final | 0.269 | 16700 | 11.47 | 7.99 |
final timing paths:
path      from   endpoint  depth (start not counted)  slack (ns)
max    e_in[7]  a_out[29]                         30        7.99
min   f_in[25]  g_out[25]                          2       11.47
