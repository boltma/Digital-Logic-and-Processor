## design.v

```verilog
`timescale 1ns / 1ps
module UART_MEM(
    input clk,       
    input rst,       
    input mem2uart,  
    input invert,
    output reg recv_done,    
    output reg send_done,    
    input Rx_Serial,
    output Tx_Serial
    );
    parameter CLKS_PER_BIT = 16'd100;   
    parameter MEM_SIZE = 2;
    wire Rx_DV;
    wire [7:0] Rx_Byte;
    uart_rx #(.CLKS_PER_BIT(CLKS_PER_BIT)) uart_rx_inst
        (.i_Clock(clk),
         .i_Rx_Serial(Rx_Serial),
         .o_Rx_DV(Rx_DV),
         .o_Rx_Byte(Rx_Byte)
         );
    reg Tx_DV;
    reg [7:0] Tx_Byte;
    wire Tx_Active;
    wire Tx_Done;
    uart_tx #(.CLKS_PER_BIT(CLKS_PER_BIT)) uart_tx_inst
        (.i_Clock(clk),
         .i_Tx_DV(Tx_DV),
         .i_Tx_Byte(Tx_Byte),
         .o_Tx_Active(Tx_Active),
         .o_Tx_Serial(Tx_Serial),
         .o_Tx_Done(Tx_Done)
         );
    reg [15:0] addr0;
    reg rd_en0;
    reg wr_en0;
    wire [31:0] rdata0;
    reg [31:0] wdata0;
    mem #(.MEM_SIZE(MEM_SIZE)) mem0 (
        .clk(clk),  
        .addr(addr0), 
        .rd_en(rd_en0), 
        .wr_en(wr_en0), 
        .rdata(rdata0), 
        .wdata(wdata0)
        );
    reg [15:0] addr1;
    reg rd_en1;
    reg wr_en1;
    wire [31:0] rdata1;
    reg [31:0] wdata1;
    mem #(.MEM_SIZE(MEM_SIZE)) mem1 (
        .clk(clk), 
        .addr(addr1), 
        .rd_en(1'b1), 
        .wr_en(wr_en1), 
        .rdata(rdata1), 
        .wdata(wdata1)
        );
    reg [1:0] invert_state;
    reg [2:0] byte_cnt;
    reg [31:0] word;
    reg [31:0] cntByteTime;
    always@(posedge clk)begin
        if(rst)begin
            addr0 <= 16'd0;
            rd_en0 <= 1'b0;
            wr_en0 <= 1'b0;
            wdata0 <= 32'd0;
            addr1 <= 16'd0;
            rd_en1 <= 1'b0;
            wr_en1 <= 1'b0;
            wdata1 <= 32'd0;
            byte_cnt <= 3'd0;
            word <= 32'd0;
            recv_done <= 1'b0;
            cntByteTime <= 32'd0;
            Tx_DV <= 1'b0;
            Tx_Byte <= 8'd0;
            send_done <= 1'b0;
            invert_state <= 2'b11;
        end
        else if (~invert)
        begin
            if(Rx_DV)begin
                if(byte_cnt == 3'd3)begin
                    byte_cnt <= 3'd0;
                    if(addr0 < MEM_SIZE)begin
                        addr0 <= addr0+1'b1;
                        wr_en0 <= 1'b1;
                        wr_en1 <= 1'b0;
                        wdata0 <= {Rx_Byte,word[23:0]};
                    end
                    else begin
                        if(addr1 < MEM_SIZE)begin
                            addr1 <= addr1+1'b1;
                            wr_en0 <= 1'b0;
                            wr_en1 <= 1'b1;
                            wdata1 <= {Rx_Byte,word[23:0]};
                        end
                    end
                end
                else begin
                    byte_cnt <= byte_cnt+1'b1;
                    if(byte_cnt==3'd0) word[7:0] <= Rx_Byte;
                    else if(byte_cnt==3'd1) word[15:8] <= Rx_Byte;
                    else if(byte_cnt==3'd2) word[23:16] <= Rx_Byte;
                    else;
                    wr_en0 <= 1'b0;
                    wr_en1 <= 1'b0;
                end
            end
            else begin
                wr_en0 <= 1'b0;
                wr_en1 <= 1'b0;
                if(addr1 == MEM_SIZE && recv_done == 1'b0 && mem2uart==1'b0)begin   
                    recv_done <= 1'b1;
                    addr1 <= 16'd0;
                    byte_cnt <= 3'd0;
                end
            end
            if(mem2uart==1'b1)begin
                if(cntByteTime == CLKS_PER_BIT*20 && send_done==1'b0)begin   
                    cntByteTime <= 32'd0;
                    if(addr1 != 16'd0) Tx_DV <= 1'b1;
                    if(byte_cnt==3'd0) Tx_Byte <= rdata1[7:0];
                    else if(byte_cnt==3'd1) Tx_Byte <= rdata1[15:8];
                    else if(byte_cnt==3'd2) Tx_Byte <= rdata1[23:16];
                    else if(byte_cnt==3'd3) Tx_Byte <= rdata1[31:24];
                    else;
                    if(byte_cnt == 3'd3)begin
                        byte_cnt <= 3'd0;
                        if(addr1 < MEM_SIZE)begin
                            addr1 <= addr1+1'b1;
                        end
                        else begin
                            send_done <= 1'b1;
                        end
                    end
                    else begin
                        byte_cnt <= byte_cnt+1'b1;    
                    end
                end
                else begin
                    cntByteTime <= cntByteTime+1'b1;         
                    Tx_DV <= 1'b0;
                end
            end       
        end
        else begin
            wdata1 <= ~rdata1;
            case(invert_state)
                2'b00: begin
                    wr_en1 <= 1'b0;
                    invert_state <= 2'b01;
                end
                2'b01: begin
                    wr_en1 <= 1'b1;
                    invert_state <= 2'b10;
                end
                2'b10: begin
                    wr_en1 <= 1'b1;
                    if(addr1 == MEM_SIZE && recv_done == 1'b0) begin   
                        recv_done <= 1'b1;
                    end
                    invert_state <= 2'b11;
                end
                2'b11: begin
                    addr1 <= addr1 + 1'b1;
                    wr_en1 <= 1'b0;
                    invert_state <= 2'b00;
                end
            endcase
        end
    end
endmodule
`timescale 1ns / 1ps
module mem
#(parameter MEM_SIZE = 2)
(
    input clk,
    input [15:0] addr,
    input rd_en,
    input wr_en,
    output reg [31:0] rdata,
    input [31:0] wdata
    );
    reg [31:0] memData [MEM_SIZE:1];
    always@(posedge clk)begin
     begin
            if(wr_en) memData[addr] <= wdata;
            if(rd_en)  rdata <=  memData[addr];
            else rdata<= 32'd0; 
        end
    end
endmodule
`timescale 1ns / 1ps
module uart_rx 
  #(parameter CLKS_PER_BIT = 100)
  (
   input        i_Clock,         
   input        i_Rx_Serial,
   output       o_Rx_DV,
   output [7:0] o_Rx_Byte
   );
  parameter s_IDLE         = 3'b000;
  parameter s_RX_START_BIT = 3'b001;
  parameter s_RX_DATA_BITS = 3'b010;
  parameter s_RX_STOP_BIT  = 3'b011;
  parameter s_CLEANUP      = 3'b100;
  reg           r_Rx_Data_R = 1'b1;
  reg           r_Rx_Data   = 1'b1;
  reg [15:0]     r_Clock_Count = 0;
  reg [2:0]     r_Bit_Index   = 0;  
  reg [7:0]     r_Rx_Byte     = 0;
  reg           r_Rx_DV       = 0;
  reg [2:0]     r_SM_Main     = 0;
  always @(posedge i_Clock)
    begin
      r_Rx_Data_R <= i_Rx_Serial;
      r_Rx_Data   <= r_Rx_Data_R;
    end
  always @(posedge i_Clock)
    begin
      case (r_SM_Main)
        s_IDLE :
          begin
            r_Rx_DV       <= 1'b0;
            r_Clock_Count <= 0;
            r_Bit_Index   <= 0;
            if (r_Rx_Data == 1'b0)           
              r_SM_Main <= s_RX_START_BIT;
            else
              r_SM_Main <= s_IDLE;
          end
        s_RX_START_BIT :
          begin
            if (r_Clock_Count == (CLKS_PER_BIT-1)/2)
              begin
                if (r_Rx_Data == 1'b0)
                  begin
                    r_Clock_Count <= 0;   
                    r_SM_Main     <= s_RX_DATA_BITS;
                  end
                else
                  r_SM_Main <= s_IDLE;
              end
            else
              begin
                r_Clock_Count <= r_Clock_Count + 1;
                r_SM_Main     <= s_RX_START_BIT;
              end
          end  
        s_RX_DATA_BITS :
          begin
            if (r_Clock_Count < CLKS_PER_BIT-1)
              begin
                r_Clock_Count <= r_Clock_Count + 1;
                r_SM_Main     <= s_RX_DATA_BITS;
              end
            else
              begin
                r_Clock_Count          <= 0;
                r_Rx_Byte[r_Bit_Index] <= r_Rx_Data;
                if (r_Bit_Index < 7)
                  begin
                    r_Bit_Index <= r_Bit_Index + 1;
                    r_SM_Main   <= s_RX_DATA_BITS;
                  end
                else
                  begin
                    r_Bit_Index <= 0;
                    r_SM_Main   <= s_RX_STOP_BIT;
                  end
              end
          end  
        s_RX_STOP_BIT :
          begin
            if (r_Clock_Count < CLKS_PER_BIT-1)
              begin
                r_Clock_Count <= r_Clock_Count + 1;
                r_SM_Main     <= s_RX_STOP_BIT;
              end
            else
              begin
                r_Rx_DV       <= 1'b1;
                r_Clock_Count <= 0;
                r_SM_Main     <= s_CLEANUP;
              end
          end  
        s_CLEANUP :
          begin
            r_SM_Main <= s_IDLE;
            r_Rx_DV   <= 1'b0;
          end
        default :
          r_SM_Main <= s_IDLE;
      endcase
    end   
  assign o_Rx_DV   = r_Rx_DV;
  assign o_Rx_Byte = r_Rx_Byte;
endmodule  
`timescale 1ns / 1ps
module uart_tx 
  #(parameter CLKS_PER_BIT = 100)
  (
   input       i_Clock,
   input       i_Tx_DV,
   input [7:0] i_Tx_Byte, 
   output      o_Tx_Active,
   output reg  o_Tx_Serial,
   output      o_Tx_Done
   );
  parameter s_IDLE         = 3'b000;
  parameter s_TX_START_BIT = 3'b001;
  parameter s_TX_DATA_BITS = 3'b010;
  parameter s_TX_STOP_BIT  = 3'b011;
  parameter s_CLEANUP      = 3'b100;
  reg [2:0]    r_SM_Main     = 0;
  reg [15:0]    r_Clock_Count = 0;
  reg [2:0]    r_Bit_Index   = 0;
  reg [7:0]    r_Tx_Data     = 0;
  reg          r_Tx_Done     = 0;
  reg          r_Tx_Active   = 0;
  always @(posedge i_Clock)
    begin
      case (r_SM_Main)
        s_IDLE :
          begin
            o_Tx_Serial   <= 1'b1;          
            r_Tx_Done     <= 1'b0;
            r_Clock_Count <= 0;
            r_Bit_Index   <= 0;
            if (i_Tx_DV == 1'b1)
              begin
                r_Tx_Active <= 1'b1;
                r_Tx_Data   <= i_Tx_Byte;
                r_SM_Main   <= s_TX_START_BIT;
              end
            else
              r_SM_Main <= s_IDLE;
          end  
        s_TX_START_BIT :
          begin
            o_Tx_Serial <= 1'b0;
            if (r_Clock_Count < CLKS_PER_BIT-1)
              begin
                r_Clock_Count <= r_Clock_Count + 1;
                r_SM_Main     <= s_TX_START_BIT;
              end
            else
              begin
                r_Clock_Count <= 0;
                r_SM_Main     <= s_TX_DATA_BITS;
              end
          end  
        s_TX_DATA_BITS :
          begin
            o_Tx_Serial <= r_Tx_Data[r_Bit_Index];
            if (r_Clock_Count < CLKS_PER_BIT-1)
              begin
                r_Clock_Count <= r_Clock_Count + 1;
                r_SM_Main     <= s_TX_DATA_BITS;
              end
            else
              begin
                r_Clock_Count <= 0;
                if (r_Bit_Index < 7)
                  begin
                    r_Bit_Index <= r_Bit_Index + 1;
                    r_SM_Main   <= s_TX_DATA_BITS;
                  end
                else
                  begin
                    r_Bit_Index <= 0;
                    r_SM_Main   <= s_TX_STOP_BIT;
                  end
              end
          end  
        s_TX_STOP_BIT :
          begin
            o_Tx_Serial <= 1'b1;
            if (r_Clock_Count < CLKS_PER_BIT-1)
              begin
                r_Clock_Count <= r_Clock_Count + 1;
                r_SM_Main     <= s_TX_STOP_BIT;
              end
            else
              begin
                r_Tx_Done     <= 1'b1;
                r_Clock_Count <= 0;
                r_SM_Main     <= s_CLEANUP;
                r_Tx_Active   <= 1'b0;
              end
          end  
        s_CLEANUP :
          begin
            r_Tx_Done <= 1'b1;
            r_SM_Main <= s_IDLE;
          end
        default :
          r_SM_Main <= s_IDLE;
      endcase
    end
  assign o_Tx_Active = r_Tx_Active;
  assign o_Tx_Done   = r_Tx_Done;
endmodule
```

## run.sh

```bash
#!/bin/bash
# OpenROAD 26Q1-2900-gdf79404cd8, Yosys 0.63+post, stock flow scripts
make -C /OpenROAD-flow-scripts/flow DESIGN_CONFIG=/design/flow/config.mk WORK_HOME=/design/flow/orfs finish
```

## config.mk

```make
export PLATFORM = sky130hd
export DESIGN_NAME = UART_MEM
export DESIGN_NICKNAME = UART_MEM
export VERILOG_FILES = /design/flow/design.v
export SDC_FILE = /design/flow/constraint.sdc
export NUM_CORES = 4
export LEC_CHECK = 1
export CORE_UTILIZATION = 30
```

## constraint.sdc

```tcl
current_design UART_MEM

set clk_period 8.8
set clk_io_pct 0.2

create_clock -name clk0 -period $clk_period [get_ports {clk}]

set non_clock_inputs [all_inputs -no_clocks]
set_input_delay [expr $clk_period * $clk_io_pct] -clock clk0 $non_clock_inputs
set_output_delay [expr $clk_period * $clk_io_pct] -clock clk0 [all_outputs]
```

==> qor.json <==
{
  "netlist.area_leader.share_pct": 29.45,
  "cap_viol_max_count": 0,
  "first_iter_violations": 507,
  "timing_worst_slew_pin_value_ns": 0.9013,
  "synth-main-ff-cell": "sky130_fd_sc_hd__dfxtp_1",
  "netlist_top_cells_area": "sky130_fd_sc_hd__edfxtp_1 29%, sky130_fd_sc_hd__dfxtp_1 29%, sky130_fd_sc_hd__nor2_1 4.2%",
  "layout_worst_path_cycle_share_pct": 45.29,
  "post_drt_wl_per_cell_microns": 14.13,
  "cts_htree_levels": 1,
  "synth.avg_cell_area_sq_um": 10.89,
  "outcome": "complete, no violations",
  "min-delay-path-class": "register to register",
  "finalHoldViolCount": 0,
  "maximum_resistive_drop_on_vdd_mv": 0.1468,
  "dp_hpwl_microns": 14480,
  "gp_routability_congestion": 0.8493,
  "placementRows": 73,
  "power.leakage_nw": 4.868,
  "ys_seq_share_pct": 58.73,
  "timing.final.setup_violations": 0,
  "timing.critical_path.fanout_max": 47,
  "synth_top_cell_by_area": "sky130_fd_sc_hd__edfxtp_1",
  "nFillCells": 3950,
  "postSynth.asyncResetShare_pct": 0,
  "area_delta_synth_final_pct": 13.32,
  "fp-utilization_pct": 30.59,
  "timing.clock.skew_ns": 0.01063,
  "number_of_storage_elements_in_the_synthesis_netlist": 299,
  "grtUsageTotal_pct": 12.01,
  "netlist_top_cells_count": "179 x sky130_fd_sc_hd__dfxtp_1, 136 x sky130_fd_sc_hd__nor2_1, 120 x sky130_fd_sc_hd__edfxtp_1",
  "antenna_cells": 0,
  "timing.critical_path.from_type": "primary input",
  "synth_adder_area_share_pct": 1.943,
  "mi_logic_area_sq_mm": 0.004742,
  "vias_in_the_first_global_route": 7833,
  "pwr_density_cell_mw_per_mm2": 212.9,
  "antenna_violating_nets_post_route": 0,
  "io_pins": 8,
  "worstSetupPathType": "primary input to register",
  "cts-root-buf": "sky130_fd_sc_hd__clkbuf_16",
  "viasPerCell": 4.764,
  "simple_gate_area_share_of_the_yosys_netlist_pct": 18.23,
  "post-route-min-period_ns": 3.985,
  "syn_inst": 1124,
  "maxSlewViolCount": 0,
  "openroad.warnings": 36,
  "synthesis.yosys.warnings": 4,
  "ff_latch_area_sq_mm": 0.007188,
  "netlist-cell-type-count": 68,
  "detailroute.via_count": 8004,
  "max_freq_mhz": 250.9,
  "drt-total-wl_microns": 23740,
  "path_clk_slew_ns": 0.06,
  "post_cts_resize_count": 0,
  "globalRouteOverflowTotal": 0,
  "buffer_ports.inserted": 7,
  "synth-compound-area-share_pct": 8.487,
  "pin_count_of_the_biggest_net_entering_global_routing": 72,
  "worst_setup_path_end_kind": "register",
  "tritoncts_num_sinks": 299,
  "floorplan.die_area_sq_mm": 0.04160,
  "logic_family": "simple AND/OR/NAND/NOR gates",
  "design_area_sq_mm": 0.01387,
  "critPathArrivalTime_ns": 4.40,
  "fp.coreArea_sq_mm": 0.04001,
  "layout-drive-gt1-share_pct": 10.13,
  "ys_area_sq_mm": 0.01224,
  "cts.hold.buffers_added": 0,
  "synthMuxAreaShare_pct": 5.992,
  "vertical_extent_of_the_die_microns": 204.0,
  "library_cell_with_the_highest_instance_count_after_synthesis": "sky130_fd_sc_hd__dfxtp_1",
  "cts_made_buffers": 30,
  "postCtsSetupRepairBufs": 0,
  "worst_skew_pair.late_latency_ns": 0.55,
  "die_x_microns": 204.0,
  "grt_antenna_before_repair": 0,
  "crit_required_ns": 9.21,
  "cts_tree": "done",
  "drcViolationCount": 0,
  "synth-edff-count": 120,
  "detail_route.first_pass.iterations": 5,
  "post_synth_xor_area_fraction_pct": 3.793,
  "totalNegativeSetupSlack_ns": 0,
  "clk_path_buf_depth": 3,
  "synth.cell_area_sq_mm": 0.01224,
  "grt_first_pass_wirelength_microns": 39520,
  "relSlewSlack_pct": 39.41,
  "grt_setup_unrepaired": "false",
  "dpl-instance-area_sq_mm": 0.01286,
  "yosysCellCount": 1124,
  "final_util_pct": 34.66
}
## per-layer routing
layer	up-vias	track usage, %	share of wire [%]
met4	0	1.919	1.6
li1	4020	-	-
met3	33	3.502	5.7
met1	3802	17.94	49
met5	-	0	0
met2	149	18.19	44
## cell usage in the layout (no fill, tap or decap), drive strengths merged, types with 28 or more instances in the layout
master	n
inv	33
dfxtp	179
xor2	28
a21oi	44
edfxtp	120
and2	39
a311oi	32
clkbuf	38
mux2	38
nand2	118
nor2	136
nand3	37
## final cells by class
class | count | share of cell area [%]
Multi-Input combinational cell | 750 | 34.20
Inverter | 30 | 0.8121
Timing Repair Buffer | 20 | 1.191
Clock inverter | 18 | 1.074
Tap cell | 525 | 4.737
Sequential cell | 299 | 51.84
Clock buffer | 38 | 6.154
## power breakdown
group	internal, mW	leakage [nW]	total (mW)	switching (mW)
sequential	1.50	2.61	1.53	0.0383
combinational	0.0632	1.76	0.139	0.0756
clock	0.745	0.497	1.28	0.534
## cell families (layout without fill, tap and decap cells)
logic type / Yosys count / in the layout
and+or+nand+nor: 454 / 454
AOI/OAI and AO/OA: 149 / 149
DFF: 299 / 299
xor gates and xnor gates: 53 / 53
buffers and inverters: 83 / 106
adders and majority gates: 19 / 19
muxes: 66 / 66
other: 1 / 9
## registers in the layout, summed over array words and instances (netlist names), 16 cells and up
register and flops:
mem1.rdata 32, uart_rx_inst.r_Clock_Count 16, word 24, uart_tx_inst.r_Clock_Count 16, wdata1 32, addr1 16
cntByteTime 32, mem1.memData 64, addr0 16
## path summary, 6_finish.rpt
kind                            depth (start not counted)                      from                     end  slack [ns]
worst max register to register                          8               byte_cnt[1]              Tx_Byte[0]        6.12
worst min-delay path                                    0  uart_rx_inst.r_Rx_Data_R  uart_rx_inst.r_Rx_Data        0.33
worst max-delay path                                    8                    invert                word[18]        4.81
worst min register to register                          0  uart_rx_inst.r_Rx_Data_R  uart_rx_inst.r_Rx_Data        0.33
## worst max-delay path, stage by stage
cell and delay, ns:
sky130_fd_sc_hd__clkdlybuf4s50_1 0.41, sky130_fd_sc_hd__buf_4 0.28, sky130_fd_sc_hd__inv_1 0.12, sky130_fd_sc_hd__nand2_1 0.12, sky130_fd_sc_hd__nor4_2 0.71, sky130_fd_sc_hd__and2_0 0.65, sky130_fd_sc_hd__mux2i_1 0.27, sky130_fd_sc_hd__nor2_1 0.05
## through the flow
step	std cells	total power [mW]	hold WS [ns]	worst slack [ns]
after global placement	1624	1.700	0.3193	4.338
final	1680	2.952	0.3325	4.815
after global routing	1680	3.067	0.3456	4.605
after detailed placement	1624	1.703	0.3218	4.263
after floorplan	1132	1.661	0.3096	5.472
after CTS	1680	2.990	0.3356	4.834
Power is estimated from default activity; no workload was simulated.
